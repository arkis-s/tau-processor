## flow/config.mk

```make
export PLATFORM = sky130hd
export DESIGN_NAME = register_N
export DESIGN_NICKNAME = register_N
export VERILOG_FILES = /design/flow/design.v
export SDC_FILE = /design/flow/constraint.sdc
export NUM_CORES = 4
export LEC_CHECK = 1
export CORE_AREA = 10 10 87 87
export DIE_AREA = 0 0 97 97
```

## flow/constraint.sdc

```tcl
current_design register_N

set clk_period 1.2
set clk_io_pct 0.2

create_clock -name clk0 -period $clk_period [get_ports {clock}]

set non_clock_inputs [all_inputs -no_clocks]
set_input_delay [expr $clk_period * $clk_io_pct] -clock clk0 $non_clock_inputs
set_output_delay [expr $clk_period * $clk_io_pct] -clock clk0 [all_outputs]
```

## flow/design.v

```verilog
module register_N # (
    parameter WORD_SIZE = 8
) (
    input wire clock, enable, read, write, reset,
    input wire [WORD_SIZE-1:0] input_value,
    output logic [WORD_SIZE-1:0] output_value
);
    reg [WORD_SIZE-1:0] register_val;
    always_ff @(posedge clock) begin
        if (reset) begin
            register_val <= 0;
        end else if (enable) begin
            if (read) begin
                output_value <= register_val; 
            end else if (write) begin
                register_val <= input_value;
            end
        end 
    end
endmodule
```

## flow/run.sh

```bash
#!/bin/bash
# OpenROAD 26Q1-2900-gdf79404cd8, Yosys 0.63+post, stock flow scripts
make -C /OpenROAD-flow-scripts/flow DESIGN_CONFIG=/design/flow/config.mk WORK_HOME=/design/flow/orfs finish
```

==> reports/results.ini <==
[clocking]
clock_latency_ps = 240
cts_tree = yes
cts.hold.buffers_added = 0
htree_levels = 1
cts_buffers = 3
path_clk_slew_ps = 50
cts.sinks = 16
clockBufferDepth = 2
cts-root-buf = clkbuf_8

[critical_path]
worstPathCellList = clkdlybuf4s50_1 -> nor2_1 -> buf_4
cpPeakStageDelay_ps = 520
r2r-end = register_val[7]$_SDFFE_PP0P_
path_class = primary input to flip-flop
reg2reg_depth = 2
critPathCaptureType = flip-flop
critPathLaunchType = primary input
worstPathMaxFanout = 8
r2r_slack_ps = 610
timing.rr.start = register_val[7]$_SDFFE_PP0P_
crit_arrival_ps = 1070
slowest_stage = clkdlybuf4s50_1
cp.required_ps = 1150

[detailed_routing]
wirelength_microns = 1330
insertedDiodeCount = 0
wire_per_inst_microns = 9.46
drc = 0
first_pass_iters = 2
routed_via_density = 2.69
drtAntennaViolNets = 0
drt-initial-drc-count = 9
vias = 379

[worst_hold_path]
min_to = output_value[6]$_DFFE_PP_
worstHoldStart = register_val[6]$_SDFFE_PP0P_
hold_depth = 0
hold_path_class = flip-flop to flip-flop

[run]
cap_violations = 0
tool_warnings = 25

[final_layout]
drive_gt1_frac = 0.0870
nFillCells = 620
lay_top_count = nand2b_1
final_cells = 141
syn_to_final_growth_pct = 55.8
lay_top_cells = 16 x nand2b_1, 12 x clkdlybuf4s50_1

[timing]
finalClockSkew_ps = 0.479
max_slew_margin = 0.845
rsz0062_at_grt = no
tightest_slew_ps = 231
whs_ps = 428
fin_crit_ps = 1120
setup_viol = 0
slew_violations = 0
hold_viol_final = 0
max_freq_ghz = 0.889
fin_crit_sh = 0.937

[synthesis]
synth_area_sq_um = 612
ys_chip_area_sq_um = 612
yosysUniqueCellTypes = 9
top_area_cell = edfxtp_1
yosys.stat.seqShare = 0.654
ys_ff = 16
synth.yosys.warnings = 1
syn_inst = 45
synth.area.top_cells = edfxtp_1 39%, dfxtp_1 26%, nand2b_1 16%, mux2i_1 13%, buf_6 1.8%
syn_area_per_cell_sq_um = 13.6
yosys_cells = 45
synth_top_area_share = 0.393

[floorplan]
die_w_microns = 97
initial_core_util = 0.108
io_pins = 21
die_y_microns = 97
rows = 27
core_area_sq_mm = 0.00564
chipArea_sq_mm = 0.00941

[power_and_ir_drop]
leakage_nw = 0.327
p_per_area_mw_per_mm2 = 1120
ir_drop_mv = 0.299

[global_route]
grt_antenna_before_repair = 0
grt_pass1_vias = 458
grt_overflow = 0
grt_max_degree = 11
grt_first_pass_wirelength_microns = 2430
track_usage = 0.0300

[place]
gp_congestion = 0.748
io_buffers = 20
dp.cells = 138

[outcome]
outcome = finished clean

==> critical path: cells and delay by family <==
family                 cells  cell delay [ps]
buffers and inverters      2              690
and+or+nand+nor            1              140
==> cells in the mapped netlist <==
cell type	instances
dfxtp_1	8
nand2b_1	16
edfxtp_1	8
clkbuf_1	1
and3b_1	1
buf_6	1
nand2_1	1
mux2i_1	8
nor2_1	1
==> timing repair <==
action / CTS / global route
setup endpoints to repair: 8 / 0
gates resized: 8 / 0
setup buffers: 0 / 0
==> cell families after synthesis <==
kind of cell	synth area share
muxes	0.131
buffers and inverters	0.0245
and+or+nand+nor	0.190
DFF	0.654
==> per-stage QoR <==
step / cell area [sq um] / TNS, ps / power [mW] / utilization / worst slack [ps]
5_1_grt: 953 / 0 / 1.13 / 0.169 / 1.63
3_3_place_gp: 922 / -1870 / 0.717 / 0.163 / -132
6_report: 953 / 0 / 1.07 / 0.169 / 75.1
2_1_floorplan: 612 / 0 / 0.644 / - / 58.0
4_1_cts: 953 / 0 / 1.08 / 0.169 / 62.5
3_5_place_dp: 922 / -2260 / 0.720 / 0.163 / -165
==> per-layer routing <==
layer	GRT usage	routed length (microns)	share of wire	vias to the layer above
li1	-	-	-	199
met2	0.0363	429	0.32	20
met4	0.0113	42	0.031	0
met3	0.0115	114	0.085	2
met1	0.0455	748	0.56	158
met5	0	0	0	-
==> worst max-delay path by stage <==
stage     slack [ps]  depth (start not counted)                       from                   endpoint
6_report          80                          3                      reset  output_value[2]$_DFFE_PP_
5_1_grt            2                          1  output_value[5]$_DFFE_PP_            output_value[5]
4_1_cts           60                          1  output_value[5]$_DFFE_PP_            output_value[5]
==> area by class of cell <==
| cell class | count | area (sq um) | area share |
|---|---|---|---|
| flip-flops and latches | 16 | 400 | 0.420 |
| repair buffers | 23 | 225 | 0.236 |
| multi-input cells | 27 | 196 | 0.206 |
| well taps | 72 | 90.1 | 0.0945 |
| clock buffers | 3 | 41.3 | 0.0433 |
==> power by group <==
part	switching, mW	total (mW)	internal [mW]
combinational	0.0304	0.100	0.0698
clock	0.144	0.365	0.221
sequential	0.00802	0.600	0.592
==> state kept, by name, summed over array words and instances, names as in the netlist <==
name	count
register_val	8
output_value	8
Power and IR drop assume default switching activity.
