## /design/flow/design.v

```verilog
module counter_loadable # (
    parameter WIDTH = 8
) (
    input wire clock, enable, reset, count_up, count_down, load,
    input wire [WIDTH-1:0] load_value,
    output reg [WIDTH-1:0] counter_value
);
    always_ff @(posedge clock) begin
        if (reset) begin
            counter_value <= 0;
        end else if (enable) begin
            if (count_up) begin
                counter_value <= counter_value + 1;
            end else if (count_down) begin 
                counter_value <= counter_value - 1;
            end else if (load) begin
                counter_value <= load_value;
            end
        end
    end
endmodule
```

## /design/flow/run.sh

```bash
#!/bin/bash
# OpenROAD 26Q1-2900-gdf79404cd8, Yosys 0.63+post, stock flow scripts
make -C /OpenROAD-flow-scripts/flow DESIGN_CONFIG=/design/flow/config.mk WORK_HOME=/design/flow/orfs finish
```

## /design/flow/config.mk

```make
export PLATFORM = sky130hd
export DESIGN_NAME = counter_loadable
export DESIGN_NICKNAME = counter_loadable
export VERILOG_FILES = /design/flow/design.v
export SDC_FILE = /design/flow/constraint.sdc
export NUM_CORES = 4
export LEC_CHECK = 1
export CORE_AREA = 10 10 85 85
export DIE_AREA = 0 0 95 95
```

## /design/flow/constraint.sdc

```tcl
current_design counter_loadable

set clk_period 3.8
set clk_io_pct 0.2

create_clock -name clk0 -period $clk_period [get_ports {clock}]

set non_clock_inputs [all_inputs -no_clocks]
set_input_delay [expr $clk_period * $clk_io_pct] -clock clk0 $non_clock_inputs
set_output_delay [expr $clk_period * $clk_io_pct] -clock clk0 [all_outputs]
```

==> notes.md <==
Quick summary of the implementation run below.

The count of final setup violators is 0. The average via count per standard cell is 4.52. Total power for the finished layout comes to 0.000302 W. The worst setup slack after placement is 1.07 ns. The xor/xnor cell area share of the yosys netlist is 0%.

The hold slack came out at 0.563 ns. The initial antenna violation count came out at 0. The routability congestion estimate from global placement came out at 0.929. The number of hold-repair buffers added at the cts stage came out at 0.

The cell depth of the worst min-delay path came out at 2. The share of the core filled by cells before placement came out at 13.7%. The static leakage is 0.343 nW. Setup repair after global routing left no endpoint under its margin.

The report lists the power per cell area as 289 mW/mm^2. The simple-gate share of the synthesized area came out at 37.5%. The fraction of the mapped netlist area in adder cells is 3.34%. The clock input transition at the sequential cells of the worst setup and hold paths came out at 0.04 ns. The number of global-route vias before repair came to 836.

The height of the die came out at 95 um. The maximum VDD drop is 0.113 mV. In the Yosys stats the netlist draws on 36 distinct library cells. In the layout the commonest cells are clkdlybuf4s50_1, nor2_1, nand3_1, dfxtp_1. The cell total in the yosys stat output came out at 102.

The data arrival time of the critical path came out at 2.61 ns. The worst setup path is captured at a flip-flop. Yosys reported a register bit count of 8. The highest fanout seen on the critical path is 17.

The fraction of the yosys area taken by sequential cells is 21.4%. Once detail routing completed, the nets flagged for antenna violations numbered 0. Entering global routing, the biggest net connects 18 pins. The cell area after synthesis came out at 748 um^2.

The number of design-rule violations left by the first detailed-router iteration came out at 57. The post-synthesis mux area share came out at 0%. The TritonCTS sink count is 8.

The dominant combinational cell family by area after synthesis is simple AND/OR/NAND/NOR gates. The total core area is 0.00547 mm^2. The actual slew at the worst max-slew pin came out at 0.821 ns. Across all layers, the routed design uses 867 vias. Looking at the clock tree report, the root buffer type is clkbuf_8. The final timing report derives a shortest allowable period of 2.51 ns.

The number of rows created at floorplan is 27. The global-route wire length before repair is 4350 um. The required arrival time at the worst endpoint is 3.90 ns. The run reported a max-capacitance violation count of 0. The area growth from synthesis to layout is 40.0%. The register with the most flip-flops in the layout has 8 of them. Note that the worst hold path type here is flip-flop to flip-flop. The chip width came out at 95 um. The final hold violation count recorded for this run is 0. The maximum buffer depth of the clock tree is 2. Across every metal layer, demand over resource in global routing totals 6.01%. Dividing the detail-routed wire length by the instance count gives 14.2 um. The number of H-tree branching levels is 1. Each instance of the synthesized netlist takes up on average 7.34 um^2. The portion of synthesized cell area occupied by the leading cell type is 21.4%. The highest attainable clock frequency came out at 398 MHz.

The post-synthesis chip area from yosys is 748 um^2. The classification of the worst setup path is input pin to flip-flop. The total setup buffers inserted after CTS is 0.

The top cell type by total area after synthesis is dfxtp_1. In the final layout, the registers with the most flip-flops are counter_value (8). The placed wire-length estimate is 2020 um. Across all checked pins, the minimum headroom to the slew limit is 44.8%. By area the synthesized netlist is led by dfxtp_1, nand3_1, a21oi_1.

The worst path setup slack after routing is 1.29 ns. The warning total across the stage logs is 26. The total cell area at the placement stage came out at 0.00101 mm^2. In the routed netlist, the antenna diode instances number 0.

The most instantiated logic cell after routing is clkdlybuf4s50_1. The sort of element at the start of the critical path is an input pin. 22 I/O pins were placed. The layout stage reports a final design area of 0.00105 mm^2. The leading register cell type out of synthesis is dfxtp_1. Counting pins that exceed their max-slew limit in the final report gives 0.

The number of cells on the worst reg-to-reg path is 6. The number of cells produced by synthesis is 102. The number of buffers created by CTS came out at 3. The post-synthesis share of cell area spent on and-or and or-and gates came out at 28.6%. The report lists the number of cells resized after CTS as 0.

The detailed router reported a total wirelength of 2730 um. The fraction of final layout cells with drive strength greater than 1 is 5.83%. According to the floorplan report, the total die area is 0.00903 mm^2. The run finished with clean final reports.

The warning tally printed by Yosys for this design is 1. Post-route period utilization is reported as 66.1%. For the final routed database, the setup TNS stands at 0 ns. The total overflow left after global routing is 0. TritonCTS built the clock tree. Buffers placed on the I/O ports in this run total 21. Counting flops with an async set or reset pin after synthesis yields a share of 0%. The synthesized design contains 0 enable-type register cells. Ranked by flip-flop count, first place goes to counter_value.

The clock latency reported for the late side of the worst-skew pair is 0.23 ns. TritonRoute reported its final design rule violation total as 0. The clock skew after layout is 0.00426 ns. The first detailed-routing pass ran for 4 iterations.
-- logic make-up (layout without fill, tap and decap cells) --
kind of cell,after synthesis,after routing
buffers and inverters,13,31
DFF,8,8
adders and majority gates,2,2
AOI/OAI and AO/OA,30,30
and+or+nand+nor,49,49
-- synth_stat cells (2+ instances only) --
cell and number:
dfxtp_1 8, nand3_1 8, nor2_1 8, a21oi_1 7, inv_1 7, nor3_1 6, nand2_1 5, nand4_1 5
buf_2 4, nand2b_1 4, o211ai_1 4, a31oi_1 3, o21ai_0 3, o31ai_1 3, a41oi_1 2, buf_6 2
ha_1 2, nor2b_1 2, nor4_1 2
-- critical path: stages --
cell	delay, ns
clkdlybuf4s50_1	0.66
o31ai_1	0.82
nor4_1	0.12
a31oi_1	0.17
a31oi_1	0.09
-- report_power, final --
group	internal [W]	switching (W)	leakage [nW]
sequential	0.0000906	0.0000166	0.0656
clock	0.0000689	0.0000362	0.0216
combinational	0.0000488	0.0000414	0.256
total	0.000208	0.0000942	0.343
-- worst paths after layout --
path / from / to / slack (ns)
max: count_up / counter_value[6]$_SDFFE_PP0P_ / 1.29
min: counter_value[7]$_SDFFE_PP0P_ / counter_value[7]$_SDFFE_PP0P_ / 0.56
max reg2reg: counter_value[0]$_SDFFE_PP0P_ / counter_value[4]$_SDFFE_PP0P_ / 2.11
min reg2reg: counter_value[7]$_SDFFE_PP0P_ / counter_value[7]$_SDFFE_PP0P_ / 0.56
-- layer usage --
layer	track usage, %	share of wire (%)	wire (um)	vias to the layer above
met5	0	0	0	-
met4	0.873	0.84	23	0
met3	2.32	9.3	255	4
met2	9.27	46	1260	44
met1	7.98	44	1200	392
li1	-	-	-	427
-- layout make-up --
class	count	area [um^2]
fill	638	4430
timing repair buffer	21	210
sequential	8	160
clock buffer	3	41.3
tap	72	90.1
multi-input combinational	81	519
inverter	7	26.3
-- through the flow --
| step | instances | util, % |
|---|---|---|
| detailed placement | 189 | 18.4 |
| CTS | 192 | 19.1 |
| global route | 192 | 19.1 |
| floorplan | 102 | - |
| global placement | 189 | 18.4 |
| finish | 192 | 19.1 |
Power and IR drop assume default switching activity.
